===== flow/config.mk =====
export PLATFORM = sky130hd
export DESIGN_NAME = uart_tx_fifo
export DESIGN_NICKNAME = uart_tx_fifo
export VERILOG_FILES = /design/flow/design.v
export SDC_FILE = /design/flow/constraint.sdc
export NUM_CORES = 4
export LEC_CHECK = 1
export CORE_UTILIZATION = 30

===== flow/constraint.sdc =====
current_design uart_tx_fifo

set clk_period 6.1
set clk_io_pct 0.2

create_clock -name clk0 -period $clk_period [get_ports {clk}]

set non_clock_inputs [all_inputs -no_clocks]
set_input_delay [expr $clk_period * $clk_io_pct] -clock clk0 $non_clock_inputs
set_output_delay [expr $clk_period * $clk_io_pct] -clock clk0 [all_outputs]

===== flow/design.v =====
module uart_tx (
	input clk,
	input rx_we,
	input [7:0] rx_data,
	output reg tx_busy = 1'b0,
	output reg tx_serial
);
	reg [9:0] data = 10'b1_11111111_1;
	reg [3:0] counter = 4'd0;
	reg [3:0] sent = 4'd0;
	always @ (posedge clk)
	begin
		counter <= counter + 4'd1;
		if (counter == 4'd15)
			data <= {1'b1, data[9:1]};
		if (rx_we & ~tx_busy)
		begin
			sent <= 4'd0;
			tx_busy <= 1'b1;
			data <= {1'b1, rx_data, 1'b0};
			counter <= 4'd0;
		end
		if (tx_busy & (counter == 4'd14))
		begin
			sent <= sent + 4'd1;
			if (sent == 4'd9)
				tx_busy <= 1'b0;
		end
		tx_serial <= data[0];
	end
endmodule
module uart_tx_fifo (
	input clk,
	input rx_we,
	input [7:0] rx_data,
	output reg tx_busy = 1'b0,
	output tx_serial
);
	reg [7:0] mem [0:31];
	reg [4:0] w_addr = 5'd0, r_addr = 5'd0;
	reg [4:0] cnt = 5'd0;
	reg we = 1'b0;
	reg [7:0] data = 8'd0;
	wire uart_busy;
	uart_tx uart (
		.clk (clk),
		.rx_we (we),
		.rx_data (data),
		.tx_busy (uart_busy),
		.tx_serial (tx_serial)
	);
	wire read = ~uart_busy & (cnt > 5'd0) & ~we;
	wire write = rx_we & (cnt < 5'd31);
	always @ (posedge clk)
	begin
		if (write & ~read)
			cnt <= cnt + 5'd1;
		else if (read & ~write)
			cnt <= cnt - 5'd1;
		data <= mem[r_addr];
		if (read)
		begin
			r_addr <= r_addr + 5'd1;
			we <= 1'b1;
		end
		else
			we <= 1'b0;
		if (write)
		begin
			w_addr <= w_addr + 5'd1;
			mem[w_addr] <= rx_data;
		end
	end
endmodule

===== flow/run.sh =====
#!/bin/bash
# OpenROAD 26Q1-2900-gdf79404cd8, Yosys 0.63+post, stock flow scripts
make -C /OpenROAD-flow-scripts/flow DESIGN_CONFIG=/design/flow/config.mk WORK_HOME=/design/flow/orfs finish

==> Implementation_results.wiki <==
=== Synthesis and place and route ===
{| class="wikitable"
! Metric !! Value
|-
| Power density relative to cell area || 336.8 nW/um2
|-
| Clock share of power || 38.8%
|-
| Buffers on Ports || 10
|-
| Logic gate share of total power || 7.2%
|-
| Critical Path Source Type || primary input
|-
| Number of vias in the routed layout || 5781
|-
| Routed len/inst || 20.37 um
|-
| Crit. path cell count || 4
|-
| Yosys aoi share || 5.127%
|-
| Number of max-cap violations || 0
|-
| Asr flop ratio synth || 0%
|-
| Total congestion overflow || 0
|-
| Flip-flop and latch count after synthesis || 299
|-
| Area fraction in full adders, half adders and majority gates || 1.543%
|-
| Warning total across the stage logs || 30
|-
| Type of the setup path with the least slack || primary input to flop
|-
| All-layer global routing usage || 12.97%
|-
| Clock tree from TritonCTS || done
|-
| Insertion Delay late pin || 0.56 ns
|-
| Switching Power || 1.019 mW
|-
| Met3 WL post-DR || 3.361 mm
|-
| Top fanout value on the critical path || 10
|-
| Maximum clock rate || 0.3162 GHz
|-
| Dpl cell area || 12420 um2
|-
| Detailed-routed wire length on met2 || 11.14 mm
|-
| Master cell of the clock root buffer || sky130_fd_sc_hd__clkbuf_16
|-
| ANT nets after route || 0
|-
| Final sum of negative setup slack || 0 ns
|-
| Cts bufs inserted || 30
|-
| Largest net degree at the start of global routing || 100
|-
| Mapped Area || 11840 um2
|-
| Post-detailed-placement half-perimeter wirelength || 14.82 mm
|-
| Via-to-Cell Ratio || 4.838
|-
| Internal Dissipation || 3.485 mW
|-
| Layout Skew || 0.03388 ns
|-
| FP Core Util || 30.56%
|-
| Number of buffers inserted by hold repair at cts || 0
|-
| Cell total in the yosys stat output || 632
|-
| Final Worst Setup Slack || 2.938 ns
|-
| Final Critical Period || 3.162 ns
|-
| Fraction of layout instances using a drive strength above 1 || 12.26%
|-
| Area contributors post-synth || sky130_fd_sc_hd__edfxtp_1 72%, sky130_fd_sc_hd__mux2i_1 5.5%, sky130_fd_sc_hd__mux4_1 3.3%
|-
| Result of the run || finished, final reports clean
|-
| Critical Path Max Stage Delay || 0.71 ns
|-
| M1 WL || 9.116 mm
|-
| Final Power || 4.504 mW
|-
| DIE AREA || 40250 um2
|-
| Hold depth || 0
|-
| Register clock-pin slew on the reported worst setup and hold paths || 0.06 ns
|-
| Routability congestion estimate from global placement || 0.8563
|-
| Count of H-tree levels built during CTS || 1
|-
| Setup repair after global routing missed its margin || no
|-
| Area fraction in and, or, nand and nor cells after synthesis || 3.034%
|-
| MUX share of area || 12.06%
|-
| Worst relative slew slack || 47.65%
|-
| Number of DRC markers after the initial detailed-route iteration || 416
|-
| Cell chain of the critical path || clkdlybuf4s50_1 -> o21a_1 -> nand2_1 -> nor2_1
|-
| Count of flip-flops with a built-in enable after synthesis || 283
|-
| Initial antenna violation count || 1
|-
| Core Area || 38740 um2
|-
| Delay-heaviest family, CP || simple AND/OR/NAND/NOR gates
|-
| Data arrival time of the critical path || 3.33 ns
|-
| FP Rows || 72
|-
| Post-Layout Inst Area || 13370 um2
|-
| Layout area overhead || 12.99%
|-
| Number of global-route vias before repair || 6324
|-
| Vertical extent of the die || 200.6 um
|-
| Post-synthesis cell count || 632
|-
| Sequential group share of total power || 54.0%
|-
| Crit path DRT || 6.27 ns
|-
| Die X-Extent || 200.6 um
|-
| I/O pins || 12
|-
| Top routing layer in use || met4
|-
| Number of antenna diodes || 0
|-
| Slew @ Worst Pin || 0.7853 ns
|-
| Yosys top cell by area || sky130_fd_sc_hd__edfxtp_1
|-
| Number of clock sinks || 299
|-
| Switching share of power || 22.63%
|-
| Most popular library cell in the synthesized design by count || sky130_fd_sc_hd__edfxtp_1
|-
| Overall routed net length || 24.34 mm
|-
| Ys Warns || 2
|-
| Summed standard-cell area reported by yosys || 11840 um2
|-
| Post-route clock period utilization || 51.84%
|-
| Place WS || 2.391 ns
|-
| Total count of hold-check failures in the final report || 0
|-
| Number of cells on the worst reg-to-reg path || 8
|-
| Most frequent cells after synthesis || 283 x sky130_fd_sc_hd__edfxtp_1, 65 x sky130_fd_sc_hd__mux2i_1, 46 x sky130_fd_sc_hd__nor2_1, 17 x sky130_fd_sc_hd__mux4_2
|-
| Unique cell type count in the Yosys netlist || 42
|-
| Max Buffers Root-to-Sink || 3
|-
| VDD IR-drop max || 216.5 uV
|-
| Post_cts resized || 0
|-
| Post-CTS setup-driven buffer insertion count || 0
|-
| Tightest Hold Check Type || flop to flop
|-
| Library cell contributing the largest single delay on the critical path || sky130_fd_sc_hd__nor2_1
|-
| Average instance area after synthesis || 18.73 um2
|-
| Buffer and inverter count on the worst path || 1
|-
| Final tally of setup violations || 0
|-
| Utilization of the core after routing || 34.53%
|-
| Top cell type's share of synthesized area || 71.80%
|-
| DR pass1 iterations || 5
|-
| Top flip-flop cell by instance count after synthesis || sky130_fd_sc_hd__edfxtp_1
|-
| XOR/XNOR share of the synthesized area || 1.036%
|-
| Count of unresolved DRC violations after routing || 0
|-
| CP Capture Type || flop
|-
| Number of slew-limit violations in the final report || 0
|-
| Wire length of the first global-routing pass || 36.60 mm
|-
| Static leakage power || 4.412 nW
|-
| Sequential share of the synthesized area || 74.50%
|-
| Largest family of logic cells by area || multiplexers
|}
[power by group through the flow]
stage	clock (mW)	combinational (mW)	sequential [mW]
CTS	1.78	0.330	2.43
global route	1.87	0.360	2.44
finish	1.75	0.326	2.43
[cells in the final DEF, fill, tap and decap left out, types with 4 or more instances in the layout]
cell / synthesis / routed
sky130_fd_sc_hd__inv_1: 9 / 9
sky130_fd_sc_hd__mux2i_1: 65 / 65
sky130_fd_sc_hd__a21oi_1: 10 / 10
sky130_fd_sc_hd__mux4_2: 17 / 17
sky130_fd_sc_hd__o221ai_1: 8 / 8
sky130_fd_sc_hd__o21ai_1: 6 / 6
sky130_fd_sc_hd__xnor2_1: 9 / 9
sky130_fd_sc_hd__buf_4: 3 / 12
sky130_fd_sc_hd__clkinv_2: 0 / 8
sky130_fd_sc_hd__o22ai_1: 8 / 8
sky130_fd_sc_hd__ha_1: 13 / 13
sky130_fd_sc_hd__a221oi_1: 16 / 16
sky130_fd_sc_hd__a211oi_1: 8 / 8
sky130_fd_sc_hd__a22o_1: 7 / 7
sky130_fd_sc_hd__dfxtp_1: 16 / 16
sky130_fd_sc_hd__a22oi_1: 8 / 8
sky130_fd_sc_hd__xor2_1: 5 / 5
sky130_fd_sc_hd__edfxtp_1: 283 / 283
sky130_fd_sc_hd__nand2_1: 8 / 8
sky130_fd_sc_hd__nand3_1: 9 / 9
sky130_fd_sc_hd__clkdlybuf4s50_1: 0 / 10
sky130_fd_sc_hd__clkbuf_16: 0 / 30
sky130_fd_sc_hd__clkinvlp_4: 0 / 4
sky130_fd_sc_hd__nor2_1: 46 / 46
sky130_fd_sc_hd__o21ai_0: 11 / 11
sky130_fd_sc_hd__nand3b_1: 4 / 4
sky130_fd_sc_hd__mux4_1: 15 / 15
[cell families (layout without fill, tap and decap cells)]
kind of cell	after synthesis	after routing
AOI/OAI and AO/OA	86	86
xor gates and xnor gates	14	14
adders and majority gates	14	14
buffers and inverters	43	88
DFF	299	299
muxes	97	97
other	1	1
and+or+nand+nor	78	78
[metal layers]
layer  global-route usage, %  vias up
li1                        -     2596
met1                   16.12     2793
met2                   19.25      340
met3                   8.479       52
met4                   3.299        0
met5                       0        -
[worst paths after layout]
kind	start	endpoint	slack, ns
worst max-delay path	rx_we	mem[18][3]	2.94
worst min-delay path	uart.data[0]	uart.tx_serial	0.36
worst max register to register	cnt[1]	cnt[4]	3.41
worst min register to register	uart.data[0]	uart.tx_serial	0.36
[worst register-to-register path, cell delays in order (launching register included)]
cell and delay [ns]:
sky130_fd_sc_hd__edfxtp_1 0.46, sky130_fd_sc_hd__or4_1 0.53, sky130_fd_sc_hd__o21ai_0 0.27, sky130_fd_sc_hd__ha_1 0.23, sky130_fd_sc_hd__inv_1 0.10, sky130_fd_sc_hd__fa_1 0.41
sky130_fd_sc_hd__a21o_1 0.18, sky130_fd_sc_hd__a21oi_1 0.17, sky130_fd_sc_hd__xnor2_1 0.08
[metrics by stage]
stage          hold WS, ns  cells
6_report            0.3564   1195
4_1_cts             0.3630   1195
2_1_floorplan       0.3305    632
5_1_grt             0.3776   1195
3_5_place_dp        0.3543   1140
3_3_place_gp        0.3475   1140
[flip-flops by register name (all words and copies together), names as in the netlist]
signal          count
uart.tx_busy        1
w_addr              5
uart.sent           4
uart.data           9
uart.tx_serial      1
data                8
r_addr              5
mem               256
we                  1
uart.counter        4
cnt                 5
[area by class of cell]
class / count / area (um2)
sequential: 299 / 8818
clock buffer: 33 / 762.0
clock inverter: 22 / 195.2
fill: 3634 / 25360
multi-input combinational: 290 / 2703
tap: 518 / 648.1
timing repair buffer: 23 / 210.2
inverter: 10 / 37.54
Power is estimated from default activity; no workload was simulated.
