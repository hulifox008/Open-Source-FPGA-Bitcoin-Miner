==> ./config.mk <==
export PLATFORM = sky130hd
export DESIGN_NAME = hexdisp
export DESIGN_NICKNAME = hexdisp
export VERILOG_FILES = /design/flow/design.v
export SDC_FILE = /design/flow/constraint.sdc
export NUM_CORES = 4
export LEC_CHECK = 1
export CORE_UTILIZATION = 30
==> ./constraint.sdc <==
current_design hexdisp

set clk_period 1.6
set clk_io_pct 0.2

create_clock -name clk0 -period $clk_period

set non_clock_inputs [all_inputs -no_clocks]
set_input_delay [expr $clk_period * $clk_io_pct] -clock clk0 $non_clock_inputs
set_output_delay [expr $clk_period * $clk_io_pct] -clock clk0 [all_outputs]
==> ./design.v <==
module hexdisp(inword, outword);
   parameter HEX_DIGITS = 8;
   parameter SEGS_PER_DIGIT = 7;
   input [(HEX_DIGITS * 4 - 1):0] inword;
   output [(HEX_DIGITS * SEGS_PER_DIGIT - 1):0] outword;
   generate
      genvar 			   i;
      for (i = 0; i < HEX_DIGITS; i = i + 1)
	begin: for_digits
	   hexdigit7seg H(.nibble(inword[(4*i + 3):(4*i)]), .sseg(outword[(SEGS_PER_DIGIT*i + SEGS_PER_DIGIT - 1):(SEGS_PER_DIGIT*i)]));
	end
   endgenerate
endmodule  
module hexdigit7seg(nibble, sseg);
   input [3:0] nibble;
   output [6:0] sseg;
   reg [6:0] 	segment;
   assign sseg = ~segment;
   always @(*)
     case(nibble)
       4'b0000: segment <= 7'b1111110;
       4'b0001: segment <= 7'b0110000;
       4'b0010: segment <= 7'b1101101;
       4'b0011: segment <= 7'b1111001;
       4'b0100: segment <= 7'b0110011;
       4'b0101: segment <= 7'b1011011;
       4'b0110: segment <= 7'b1011111;
       4'b0111: segment <= 7'b1110000;
       4'b1000: segment <= 7'b1111111;
       4'b1001: segment <= 7'b1111011;
       4'b1010: segment <= 7'b1110111;
       4'b1011: segment <= 7'b0011111;
       4'b1100: segment <= 7'b1001110;
       4'b1101: segment <= 7'b0111101;
       4'b1110: segment <= 7'b1001111;
       4'b1111: segment <= 7'b1000111;
     endcase
endmodule
==> ./run.sh <==
#!/bin/bash
# OpenROAD 26Q1-2900-gdf79404cd8, Yosys 0.63+post, stock flow scripts
make -C /OpenROAD-flow-scripts/flow DESIGN_CONFIG=/design/flow/config.mk WORK_HOME=/design/flow/orfs finish
==> GITHUB_STEP_SUMMARY <==
### Yosys + OpenROAD results

| Metric | Value |
|---|---|
| Yosys simple share | 0.223 |
| Crit path buf inv count | 5 |
| Vias in the first global route | roughly 2.7k |
| Worst hold path class | input pin to output port |
| Initial antenna violation count | 0 |
| Final setup fails | 12 |
| Comb pwr share | 1.000 |
| Unrepaired setup endpoints after global routing | true |
| Flop area | 0 um2 |
| Tcrit/Tclk final | 1.07 |
| Yosys Instances | 254 |
| Largest stage delay, worst path | 0.44 ns |
| Number of remaining DRC errors | 0 |
| VDD IR max | 0.172 mV |
| Synth mux share | 0.166 |
| Clock Power Share | 0 |
| Layout cell share with drive strength beyond 1 | 0.659 |
| Biggest area cells | ha_1 30%, mux2i_1 7.5%, nor2b_1 5.3%, nor2_1 4.9%, o21ai_0 4.8% |
| # clk buffers | 0 |
| Hold Buf Count CTS | 0 |
| Synth logic family | adder cells |
| Rows | 29 |
| Gr usage total | 0.202 |
| Gp weighted congestion | 0.856 |
| Dpl hpwl | 4.36 mm |
| TritonRoute pass-1 iters | 4 |
| Largest area contributor in the synthesized netlist | ha_1 |
| Largest net degree at the start of global routing | 9 |
| Synth top cell by count | ha_1 |
| Yosys Chip Area | 1990 um2 |
| Power per Cell Area | between 200 and 250 nW/um2 |
| Yosys xor share | 0 |
| MaxCap Viol Count | 0 |
| Switching Fraction | 0.400 |
| CP endpoint kind | output port |
| Floorplan utilization | 0.312 |
| PortBufs | 88 |
| Synth top cells by count | 48 x ha_1, 26 x nor2_1, 23 x inv_1 |
| Worst EP required | 1.28 ns |
| Total Wirelength | 7.12 mm |
| Fillers | 379 |
| Die Span Y | 83.5 um |
| Min-delay src | inword[18] |
| Max-area cell share | 0.301 |
| CP max-delay cell | mux4_2 |
| Int Power | 0.691 mW |
| Overflow after GRT | 0 |
| Hold Path Stages | 3 |
| Number of distinct library cells after synthesis | 29 |
| Inserted Diodes | 0 |
| Flop Count | 0 |
| Via count | roughly 2.6k |
| First-pass GRT wire length | between 10 and 15 mm |
| Die footprint | 6970 um2 |
| Die width | 83.5 um |
| P_sw | 0.460 mW |
| Mean Syn Cell Area | 7.85 um2 |
| Leakage | 2.14 nW |
| Synth Seq Share | 0 |
| Crit path cell chain | buf_8 -> inv_6 -> buf_6 -> ha_4 -> inv_2 -> mux4_2 -> buf_2 |
| Tool Warnings | 74 |
| Critical path data arrival time | 1.39 ns |
| Min-Delay Endpoint | outword[33] |
| Aoi share | 0.217 |
| P&R area growth vs syn | 133% |
| Critical path launch point type | input pin |
| Cells after Synth | 254 |
| IO Count | 88 |
| Flop pwr share | 0 |
| Cell family with most CP delay | multiplexers |
| Crit Path Max Fanout | 3 |
| Ys Warns | 1 |
| Fin. max-slew vios | 0 |
| Relative slew margins | 0.812 |
| Slew @ Worst Pin | between 0.2 and 0.3 ns |
| Post-Synthesis Cell Area | 1990 um2 |
| Highest clock rate | 585 MHz |
| Power, Total | 1.15 mW |
| Crit Path Category | input pin to output port |
| Final-report hold violation count | 0 |
| Worst hold slack | 1.02 ns |
| Status | finished with violations |
| Post-route ant nets | 0 |
| Worst setup margin | -0.110 ns |
| Vias per std cell | ~5 |
| Violations in the final reports | negative setup slack |
| Drt wl/cell | 13.5 um |
| Min Tclk post-route | around 1.7 ns |
| Fa+ha+maj area frac | 0.301 |
| Core Box Area | 6390 um2 |
| First-iteration detailed-routing DRC count | between 70 and 80 |
area by class of cell:
class / instances / area, um2 / share of cell area
multi-input cells: 215 / 2470 / 0.532
repair buffers: 211 / 1870 / 0.402
inverters: 23 / 209 / 0.0449
well taps: 77 / 96.3 / 0.0207
how the worst max path moves through the flow:
stage / from / endpoint / slack [ns] / depth (start not counted)
finish: inword[21] / outword[38] / -0.11 / 7
global route: inword[25] / outword[45] / -0.14 / 6
CTS: inword[25] / outword[45] / -0.1 / 6
kinds of logic (layout without fill, tap and decap cells):
| kind of cell | count (synthesis) | count (layout) |
|---|---|---|
| simple gates | 83 | 83 |
| compound gates | 61 | 61 |
| fa+ha+maj | 48 | 48 |
| buf+inv | 39 | 234 |
| mux | 23 | 23 |
power groups by stage:
stage         Combinational [mW]  Sequential (mW)  Clock [mW]
CTS                         1.07                0           0
finish                      1.15                0           0
global route                1.24                0           0
per-stage QoR:
step	setup TNS [ns]	cell area (um2)	util	setup WS, ns	cells
final	-0.558	4650	0.728	-0.110	526
after global routing	-1.19	4650	0.728	-0.142	526
after CTS	-0.427	4510	0.706	-0.0965	523
after global placement	-42.15	3530	0.553	-0.910	491
after detailed placement	-42.21	3530	0.553	-0.932	491
after floorplan	0	1990	-	0.174	254
cells in the final DEF, fill, tap and decap left out, types with 7 or more instances in the layout:
cell type      netlist  routed
a22o_1               7       7
o21ai_1              0      13
nor2b_1             17       9
a31oi_1              7       7
buf_2                7      29
inv_2                0       7
buf_6                0      39
buf_8                0      10
mux2i_1             15      15
ha_1                48       9
ha_4                 0      39
inv_8                0       8
mux4_2               4       7
clkbuf_2             0      15
buf_4                8      81
dlygate4sd2_1        0      17
nor2_1              26      24
nand2_1             14      11
o32ai_2              0       7
a32o_1               7       7
buf_12               0      10
repair_timing:
action / CTS / global route
setup endpoints to repair: 56 / 44
pin swaps: 40 / 38
resized: 474 / 71
cloned: 1 / 0
buffers inserted: 31 / 7
metal layers:
metal | vias up | routed length [um] | part of all wire | track usage
met3 | 10 | 233 | 0.033 | 0.0110
li1 | 1315 | - | - | -
met2 | 71 | 3350 | 0.47 | 0.349
met1 | 1222 | 3420 | 0.48 | 0.291
met5 | - | 0 | 0 | 0
met4 | 0 | 117 | 0.016 | 0.0262
Power figures rest on the tool's default switching activity, not on a simulated workload.
